===== design/flow/design.v =====
module reg_file(
    input logic clk,
    input logic rf_en,
    input logic [4:0] rs1,  
    input logic [4:0] rs2,
    input logic [4:0] rd,
    input logic [31:0] wdata,
    output logic [31:0] rdata1,  
    output logic [31:0] rdata2
);
logic [31:0] reg_mem [32];  
always_comb  
begin
    rdata1=reg_mem[rs1];
    rdata2=reg_mem[rs2];
end
always_ff @(posedge clk)
begin
    if(rf_en)
    begin
        reg_mem[rd]<=wdata;
    end
end
endmodule

===== design/flow/run.sh =====
#!/bin/bash
# OpenROAD 26Q1-2900-gdf79404cd8, Yosys 0.63+post, stock flow scripts
make -C /OpenROAD-flow-scripts/flow DESIGN_CONFIG=/design/flow/config.mk WORK_HOME=/design/flow/orfs finish

===== design/flow/config.mk =====
export PLATFORM = sky130hd
export DESIGN_NAME = reg_file
export DESIGN_NICKNAME = reg_file
export VERILOG_FILES = /design/flow/design.v
export SDC_FILE = /design/flow/constraint.sdc
export NUM_CORES = 4
export LEC_CHECK = 1
export CORE_UTILIZATION = 30

===== design/flow/constraint.sdc =====
current_design reg_file

set clk_period 8.5
set clk_io_pct 0.2

create_clock -name clk0 -period $clk_period [get_ports {clk}]

set non_clock_inputs [all_inputs -no_clocks]
set_input_delay [expr $clk_period * $clk_io_pct] -clock clk0 $non_clock_inputs
set_output_delay [expr $clk_period * $clk_io_pct] -clock clk0 [all_outputs]

==> summary.txt <==
run status: finished clean
flip-flop count of the largest register, all copies and words added: 1024
total routed wire length on the met1 layer: 55800 um
worst setup path category: in2out
wire length on met3: 21300 um
dpl cells: 5541
DIE HEIGHT: 405 um
share of the clock period used by the worst path: 79.3%
worst-margin pin slew: 0.900 ns
RSZ-0062 raised after global routing: no
number of cells on the worst hold path: 2
# IOs: 113
yosys synthesis warning count: 1
# hold bufs at CTS: 0
Max rail drop VDD: 0.000189 V
DRC marker count from the first detailed-route iteration: 2061
async set-reset flop share out of synthesis: 0%
count of cells resized by post-cts repair: 0
number of buffers and inverters on the critical path: 3
xor/xnor share of the synthesized area: 0%
number of hold-slack violations in the final timing report: 0
average wire length per cell after detail routing: 27.1 um
most repeated library cell on the critical path: sky130_fd_sc_hd__clkdlybuf4s50_1
multiplexer area fraction after synthesis: 21.0%
detailed-route via count: 30972
Area after DPL: 0.0526 mm^2
crit path DRT: 6.80 ns
number of inserted filler cells in the final layout: 15181
number of synthesized flops with an enable pin: 1024
number of nets still failing antenna checks after routing: 0
number of levels the H-tree was split into: 3
final weighted congestion in routability-driven placement: 0.862
cell family contributing the most delay on the critical path: buffers and inverters
summed instance area of the synthesized netlist: 0.0488 mm^2
startpoint class of the critical path: input pin
worst-path maximum fanout: 43
via density per instance: 5.40
number of buffers on the longest clock path: 3
cell at the root of the clock tree: sky130_fd_sc_hd__clkbuf_16
number of detailed-routing iterations run before antenna repair: 7
design area: 0.0559 mm^2
total number of clock tree sinks: 1024
relative slew slack: 39.9%
register name with the most flops: reg_mem
ordered list of cells on the worst path: clkdlybuf4s50_1 -> and2_4 -> buf_4 -> a22o_1 -> nor3_1 -> a31oi_1 -> nand3_1 -> clkdlybuf4s50_1
residual overflow from global routing: 0
post-layout utilization of the core: 34.8%
Setup Fix Bufs, Post-CTS: 0
mean area per synthesized cell: 14.4 um^2
die span in x: 405 um
registers with the most flip-flops: reg_mem x1024
Leakage: 20.2 nW
total power density per cell area: 201 mW/mm^2
clock buffers created by TritonCTS: 104
count of distinct cell types in the synthesized netlist: 23
setup violation total in the final timing report: 0
top layer reached by signal wires: met5
Min-Delay Startpoint: wdata[5]
Row Count: 147
simple logic cell fraction of the synthesized area: 4.71%
final worst path period need: 6.74 ns
Layout Cells excl Fill: 5734
upper clock frequency limit: 148 MHz
TritonCTS clock tree: yes
final slew viol count: 0
AND-OR/OR-AND Cells, Area Fraction: 8.04%
synthesis area per yosys: 0.0488 mm^2
wire length of the first global-routing pass: 221000 um
area of the placeable core: 0.161 mm^2
fa+ha+maj area frac: 0%
cell with the largest stage delay on the worst path: sky130_fd_sc_hd__and2_4
top comb family, area: multiplexers
fraction of layout instances using a drive strength above 1: 9.40%
Syn-to-layout area delta: 14.7%
OpenROAD warning count: 26
sequential-to-total area share from yosys stat: 63.0%
gate count after technology mapping: 3386
worst path arrival time: 5.04 ns
tally of max-capacitance violations: 0
Post-Route WL: 155000 um
PortBufs: 112
sum of met2 wire segment lengths after detailed routing: 73100 um
antenna violations before repair: 7
total area of sequential cells: 0.0307 mm^2
# diodes: 0
predominant post-synthesis flop cell: sky130_fd_sc_hd__edfxtp_1
comb. cell area: 0.0168 mm^2
detailed-placement wirelength estimate: 85800 um
biggest cell delay along the critical path: 0.76 ns
hold path endpoint: reg_mem[31][5]
DIE AREA: 0.164 mm^2
DRC errors left: 0
GRT Util Overall: 19.7%
kind of capture point of the worst setup path: output pin
largest net degree at the start of global routing: 89
Synth flops: 1024
Clock transition at path regs: 0.06 ns
Hold Crit Class: in2reg
floorplan-stage core utilization: 30.3%
vias in the first global route: 31902
final-layout setup total negative slack: 0 ns
Yosys Instances: 3386
-- layout make-up --
type | instances | share of cell area [%]
Clock buffer | 126 | 4.84
Timing Repair Buffer | 248 | 4.23
Clock inverter | 67 | 1.15
Tap cell | 2160 | 4.83
Multi-Input combinational cell | 2109 | 30.0
Sequential cell | 1024 | 55.0
-- worst max-delay path by stage --
stage                 startpoint          to  slack [ns]  cells after the start
after CTS                 rs1[0]  rdata1[10]        1.76                      8
after global routing      rs1[0]  rdata1[11]        1.65                      8
final                     rs1[0]  rdata1[10]        1.76                      8
-- power breakdown --
part / internal, mW / switching [mW] / leakage (nW)
combinational: 0.393 / 0.654 / 9.32
sequential: 5.62 / 0.0236 / 9.22
clock: 2.58 / 1.97 / 1.62
total: 8.59 / 2.65 / 20.2
-- synth_stat cells, types with 2 or more instances --
master                     count  area share (%)
sky130_fd_sc_hd__edfxtp_1   1024              63
sky130_fd_sc_hd__mux2i_1    1024              21
sky130_fd_sc_hd__nand2_1     195             1.5
sky130_fd_sc_hd__nand3_1     194             2.0
sky130_fd_sc_hd__a21oi_1     192             2.0
sky130_fd_sc_hd__a22oi_1     192             3.0
sky130_fd_sc_hd__a22o_1      128             2.3
sky130_fd_sc_hd__clkbuf_1     86            0.66
sky130_fd_sc_hd__buf_2        70            0.72
sky130_fd_sc_hd__a31oi_1      64            0.82
sky130_fd_sc_hd__nor3_1       64            0.66
sky130_fd_sc_hd__buf_4        47            0.72
sky130_fd_sc_hd__buf_6        45             1.0
sky130_fd_sc_hd__nor2_1       35            0.27
sky130_fd_sc_hd__nand3b_1      5           0.077
sky130_fd_sc_hd__clkbuf_4      4           0.062
sky130_fd_sc_hd__nand2b_1      4           0.051
sky130_fd_sc_hd__nor2b_1       4           0.051
sky130_fd_sc_hd__or3b_2        3           0.054
sky130_fd_sc_hd__and2_1        2           0.026
sky130_fd_sc_hd__or2_2         2           0.026
-- layer usage --
metal	GRT usage, %	vias to the layer above
met4	5.25	16
met1	23.8	15374
met5	0.208	-
li1	-	13594
met2	30.4	1721
met3	11.4	267
-- layout by cell type (no fill, tap or decap), types with 5 or more instances in the layout --
cell and count:
sky130_fd_sc_hd__mux2i_1 1024, sky130_fd_sc_hd__edfxtp_1 1024, sky130_fd_sc_hd__nand3_1 194, sky130_fd_sc_hd__nand2_1 193, sky130_fd_sc_hd__a22oi_1 192, sky130_fd_sc_hd__a21oi_1 192
sky130_fd_sc_hd__a22o_1 128, sky130_fd_sc_hd__buf_4 119, sky130_fd_sc_hd__clkdlybuf4s50_1 110, sky130_fd_sc_hd__clkbuf_16 105, sky130_fd_sc_hd__nor3_1 64, sky130_fd_sc_hd__a31oi_1 64
sky130_fd_sc_hd__nor2_4 34, sky130_fd_sc_hd__clkinv_1 25, sky130_fd_sc_hd__clkbuf_1 21, sky130_fd_sc_hd__buf_12 17, sky130_fd_sc_hd__clkinv_2 16, sky130_fd_sc_hd__bufinv_16 10
sky130_fd_sc_hd__clkinvlp_4 6, sky130_fd_sc_hd__nand3b_1 5
-- kinds of logic after synthesis --
kind of cell,Yosys count
multiplexers,1024
flip-flops,1024
AND-OR/OR-AND,576
AND/OR/NAND/NOR,509
buffers and inverters,253
-- metrics by stage --
stage / hold slack, ns / total power [mW] / setup WS (ns)
2_1_floorplan: 1.80 / 6.33 / 4.04
3_3_place_gp: 2.53 / 6.79 / 1.75
3_5_place_dp: 2.53 / 6.79 / 1.77
4_1_cts: 1.77 / 11.3 / 1.76
5_1_grt: 1.82 / 11.5 / 1.65
6_report: 1.81 / 11.2 / 1.76
No activity file was given, so power comes from the tool's default toggle rates.
