`flow/design.v`:
```
module alu(
    input logic [31:0] opr_a,
    input logic [31:0] opr_b,
    input logic [3:0] aluop,
    output logic [31:0] opr_res
);
always_comb begin
    case (aluop)
        4'b0000: opr_res = $signed(opr_a) + $signed(opr_b);                 
        4'b0001: opr_res = opr_a - opr_b;                 
        4'b0010: opr_res = opr_a << opr_b[4:0];           
        4'b0011: opr_res = (opr_a < opr_b) ? 32'b1 : 32'b0;  
        4'b0100: opr_res = ($unsigned(opr_a) < $unsigned(opr_b)) ? 32'b1 : 32'b0;  
        4'b0101: opr_res = opr_a ^ opr_b;                 
        4'b0110: opr_res = opr_a >> opr_b[4:0];           
        4'b0111: opr_res = opr_a >>> opr_b[4:0];          
        4'b1000: opr_res = opr_a | opr_b;                 
        4'b1001: opr_res = opr_a & opr_b;                 
        4'b1100: opr_res = opr_b << 12;                   
        4'b1101: opr_res = opr_a + (opr_b << 12);         
        4'b1111: opr_res=opr_a*opr_b;
        default: opr_res = 32'b0;                         
    endcase
end
endmodule
```
`flow/run.sh`:
```
#!/bin/bash
# OpenROAD 26Q1-2900-gdf79404cd8, Yosys 0.63+post, stock flow scripts
make -C /OpenROAD-flow-scripts/flow DESIGN_CONFIG=/design/flow/config.mk WORK_HOME=/design/flow/orfs finish
```
`flow/config.mk`:
```
export PLATFORM = sky130hd
export DESIGN_NAME = alu
export DESIGN_NICKNAME = alu
export VERILOG_FILES = /design/flow/design.v
export SDC_FILE = /design/flow/constraint.sdc
export NUM_CORES = 4
export LEC_CHECK = 1
export CORE_UTILIZATION = 50
```
`flow/constraint.sdc`:
```
current_design alu

set clk_period 18.2
set clk_io_pct 0.2

create_clock -name clk0 -period $clk_period

set non_clock_inputs [all_inputs -no_clocks]
set_input_delay [expr $clk_period * $clk_io_pct] -clock clk0 $non_clock_inputs
set_output_delay [expr $clk_period * $clk_io_pct] -clock clk0 [all_outputs]
```
==> deck_impl_summary.md <==
Flow Results at a Glance

Setup path
  – Worst Path Buf+Inv: 9
  – Max incr delay on CP: 0.74 ns
  – CP delay by family, top: adder cells
  – Setup CP Type: input pin to output port
  – WP data required: 14.56 ns
  – WP data arrival: 12.70 ns
  – Crit. End Element: output port
  – Crit-path slowest cell: inv_1
  – Critical Path Start Type: input pin
  – Cell count along the critical path: 28
  – Worst Path Max Fanout: 22
  – Most frequent CP cell: fa_1

Place
  – GPL Wtd Cong: 1.15
  – PortBufs: 100
  – Post-DP HPWL: 85200 um

Routing
  – First DRT Iteration DRCs: 2254
  – Via Count: 23500
  – DRC: 0
  – Routed vias/inst: 6.44
  – Total Routed Length: 109000 um
  – Remaining antenna violation count after routing: 0
  – WL/cell: 29.7 um
  – Drt pass-1 iters: 5

Timing
  – Tmin final: 16.34 ns
  – Final count of hold timing violations: 0
  – # setup viols final: 0
  – Slew Viols, Final: 0
  – Worst-margin pin slew: 1.15 ns
  – Fmax: 61.2 MHz
  – Fin Hold WS: 8.75 ns
  – RSZ-0062 raised after global routing: false
  – Rel. slew slack: 23.2%
  – Setup TNS Final: 0 ns
  – Share of the clock period used by the worst path: 89.8%

Flow run
  – Max-capacitance violation count: 0
  – Tool warnings: 97

Layout
  – Most frequent logic cells in the routed design: 468 x inv_1, 450 x nor2_1, 411 x fa_1, 322 x nand2_1, 239 x ha_1
  – Clkbuf count: 0
  – Registers: 0
  – Most used logic cell in the final layout: inv_1
  – Area Overhead vs Synth: 7.03%
  – Layout cells sized above 1: 5.15%
  – Register Area: 0 sq um

Power
  – Leakage: 0.0122 uW
  – Switching Fraction: 62.0%
  – Peak supply drop: 0.671 mV
  – Pwr dens: 336 mW/mm^2
  – Psw: 5360 uW
  – P_int: 3290 uW

Logic synthesis
  – Cells after Synth: 3050
  – Mean Syn Cell Area: 7.88 sq um
  – Ys cells: 3050
  – Yosys stat chip area: 0.0240 sq mm
  – Unique cell types: 84
  – Synth Cell Area: 0.0240 sq mm
  – Sequential area share after synthesis: 0%
  – Ys Warns: 1

Status
  – Status: finished, final reports clean

CTS
  – CTS Hold Bufs: 0
  – Post-CTS Repair Setup Buffers: 0
  – Post-CTS sizing: 0

GRT
  – First-pass GRT wire length: 160000 um
  – Largest net degree at the start of global routing: 55
  – Antenna violations before repair: 5
  – Vias in the first global route: 24300
  – Grt ovf: 0
  – GRT Overall Usage: 47.7%

Floorplanning
  – FP Core Util: 51.2%
  – Row Count: 79
  – Die x size: 221 um
  – Die Ht: 221 um
  – I/O pin cnt: 100
  – Core area: 0.0470 sq mm
  – Die footprint: 0.0490 sq mm

Hold path
  – WHS Path Cells: 5
  – Hold Crit Class: input pin to output port
## kinds of logic (layout without fill, tap and decap cells)
group,Yosys count,in the layout,share of synthesized area (%)
AND-OR/OR-AND,618,618,17.2
XOR/XNOR,103,103,3.75
adder cells (fa/ha/maj),650,650,46.7
buffers and inverters,667,667,10.6
multiplexers,88,88,5.84
other,0,1,0
AND/OR/NAND/NOR,924,924,15.9
## final timing paths
path | startpoint | end | slack (ns)
max | opr_b[5] | opr_res[25] | 1.86
min | opr_b[3] | opr_res[3] | 8.75
## through the flow
step,total power [uW],cell area (sq um),setup slack (ns),utilization (%),cells
floorplan,5380,24000,3.20,-,3050
finish,8650,25700,1.86,54.8,3658
detailed placement,8400,25700,1.91,54.8,3657
CTS,8460,25700,1.89,54.8,3657
global placement,8390,25700,2.13,54.8,3657
global route,9240,25700,1.48,54.8,3657
## power groups by stage
stage	Clock [uW]	Combinational, uW	Sequential (uW)
after global routing	0	9240	0
after CTS	0	8460	0
## Yosys cell counts (8+ instances only)
cell | n | area (sq um)
inv_1 | 469 | 1760
nor2_1 | 450 | 1690
fa_1 | 411 | 8230
nand2_1 | 322 | 1210
ha_1 | 239 | 2990
o21ai_0 | 144 | 721
a21oi_1 | 135 | 676
clkbuf_1 | 124 | 465
xnor2_1 | 79 | 692
mux2i_1 | 40 | 400
o211ai_1 | 39 | 293
mux4_2 | 37 | 833
nor3_1 | 35 | 175
buf_1 | 31 | 116
a21o_1 | 27 | 203
a221oi_1 | 24 | 210
a22oi_1 | 24 | 180
xor2_1 | 24 | 210
buf_2 | 21 | 105
nand2b_1 | 21 | 131
a211oi_1 | 19 | 143
o22ai_1 | 19 | 119
o21a_1 | 17 | 128
or3_1 | 17 | 106
a221o_1 | 16 | 160
a31oi_1 | 16 | 100
clkinv_1 | 16 | 60.1
nand3_1 | 16 | 80.1
o21bai_1 | 16 | 120
o31ai_1 | 15 | 113
o221ai_1 | 14 | 123
nor2b_1 | 13 | 81.3
o2111ai_1 | 11 | 96.3
a211o_1 | 10 | 87.6
mux2_2 | 8 | 90.1
## layer usage
metal | GRT usage, % | part of all wire, % | wire length (um) | up-vias
li1 | - | - | - | 10000
met3 | 21.4 | 14 | 15000 | 402
met4 | 31.9 | 8.9 | 9670 | 6
met5 | 2.74 | 0.16 | 170 | -
met1 | 61.2 | 35 | 38200 | 11400
met2 | 66.2 | 42 | 45600 | 1743
## layout make-up
| cell class | instances | area, sq um |
|---|---|---|
| repair buffers | 180 | 1590 |
| fillers | 4239 | 21200 |
| well taps | 607 | 759 |
| diodes | 1 | 2.50 |
| inverters | 487 | 1830 |
| multi-input cells | 2383 | 21500 |
Power is estimated from default activity; no workload was simulated.
