`config.mk`:
```
export PLATFORM = sky130hd
export DESIGN_NAME = immediate_generator
export DESIGN_NICKNAME = immediate_generator
export VERILOG_FILES = /design/flow/design.v
export SDC_FILE = /design/flow/constraint.sdc
export NUM_CORES = 4
export LEC_CHECK = 1
export CORE_AREA = 10 10 70 70
export DIE_AREA = 0 0 80 80
export SYNTH_HDL_FRONTEND = slang
```
`constraint.sdc`:
```
current_design immediate_generator

set clk_period 4.4
set clk_io_pct 0.2

create_clock -name clk0 -period $clk_period

set non_clock_inputs [all_inputs -no_clocks]
set_input_delay [expr $clk_period * $clk_io_pct] -clock clk0 $non_clock_inputs
set_output_delay [expr $clk_period * $clk_io_pct] -clock clk0 [all_outputs]
```
`design.v`:
```
module immediate_generator(
 input logic [31:0] inst, 
 output logic [31:0] sign_extended_imm,
 input logic [6:0] opcode,
 input logic [2:0] func3  
);
logic [4:0] shamt;
logic [11:0] imm;
logic [19:0] long_imm;
always_comb begin
        if (opcode == 7'b0110111 || opcode == 7'b0010111) begin
            long_imm = inst[31:12];
            sign_extended_imm = {{12{long_imm[19]}}, long_imm};;  
        end
        else if(opcode==7'b1100011)  
        begin
              imm = {inst[31], inst[7], inst[30:25], inst[11:8]};
              sign_extended_imm = {{20{imm[11]}}, imm};
        end
        else if(opcode==7'b1101111)  
        begin
            long_imm = {inst[31], inst[19:12], inst[20], inst[30:21]};
            sign_extended_imm = {{12{long_imm[19]}}, long_imm};
        end
        else if (opcode == 7'b0100011) begin
             imm = {inst[31:25], inst[11:7]};
             sign_extended_imm={{20{imm[11]}}, imm};
        end
        else if ( opcode== 7'b0010011 && (func3 == 3'b001 || func3 == 3'b101)) begin
            shamt = inst[24:20];  
            imm={7'b0, shamt};
            sign_extended_imm={{20{imm[11]}}, imm};
        end
        else begin
             imm = inst[31:20];  
             sign_extended_imm={{20{imm[11]}}, imm};
        end
end
endmodule
```
`run.sh`:
```
#!/bin/bash
# OpenROAD 26Q1-2900-gdf79404cd8, Yosys 0.63+post, stock flow scripts
make -C /OpenROAD-flow-scripts/flow DESIGN_CONFIG=/design/flow/config.mk WORK_HOME=/design/flow/orfs finish
```
==> flow_results.xml <==
<?xml version="1.0" encoding="UTF-8"?>
<metrics>
  <group name="status">
    <metric name="status" unit="">finished clean</metric>
  </group>
  <group name="worst_setup_path">
    <metric name="cpMostUsedCell" unit="">sky130_fd_sc_hd__clkdlybuf4s50_1</metric>
    <metric name="worst-setup-path-type" unit="">in2out</metric>
    <metric name="launching_element_type_of_the_critical_path" unit="">input port</metric>
    <metric name="crit_path_max_incr_delay" unit="ns">0.53</metric>
    <metric name="worst_ep_required_time" unit="ns">3.52</metric>
    <metric name="cp_slowest_cell" unit="">sky130_fd_sc_hd__a31oi_1</metric>
    <metric name="end_kind" unit="">primary output</metric>
    <metric name="path_cells" unit="">clkdlybuf4s50_1 &gt; nor2_2 &gt; nand3_1 &gt; a31oi_1 &gt; o21ai_1 &gt; clkdlybuf4s50_1</metric>
    <metric name="cp_data_arrival_time" unit="ns">3.04</metric>
    <metric name="path_max_fanout" unit="">10</metric>
  </group>
  <group name="finish">
    <metric name="number_of_sequential_cells" unit="">0</metric>
    <metric name="drive_gt1_share" unit="%">6.410</metric>
    <metric name="final-seq-area" unit="sq um">0</metric>
    <metric name="areaGrowthSynthToFinish" unit="%">82.01</metric>
    <metric name="n_clock_buffer" unit="">0</metric>
  </group>
  <group name="grt">
    <metric name="overflow" unit="">0</metric>
    <metric name="grt_max_degree" unit="">14</metric>
    <metric name="antenna_found_initial" unit="">0</metric>
    <metric name="first_global_vias" unit="">1054</metric>
    <metric name="grtUsageTotal" unit="%">9.397</metric>
    <metric name="grt_pass1_wl" unit="um">5030</metric>
  </group>
  <group name="place">
    <metric name="detailedPlace.worstSlack" unit="ns">0.4400</metric>
    <metric name="count_of_buffers_inserted_at_the_top_level_ports" unit="">66</metric>
    <metric name="place_congestion" unit="">0.8778</metric>
    <metric name="dpl.hpwl" unit="um">2805</metric>
  </group>
  <group name="sta">
    <metric name="max_slew.worst_pin.slew" unit="ns">0.6690</metric>
    <metric name="fin_tns_setup" unit="ns">0</metric>
    <metric name="hold_viol_final" unit="">0</metric>
    <metric name="timing.final.crit_period" unit="ns">3.920</metric>
    <metric name="slew-limit-headroom" unit="%">55.24</metric>
    <metric name="report.final.slew_viol_count" unit="">0</metric>
    <metric name="finalSetupViolCount" unit="">0</metric>
    <metric name="timing.final.crit_share" unit="%">89.09</metric>
    <metric name="fmax" unit="GHz">0.2551</metric>
    <metric name="post-route-worst-setup-slack" unit="ns">0.4801</metric>
    <metric name="grt_setup_unrepaired" unit="">false</metric>
  </group>
  <group name="yosys">
    <metric name="post_synth_instance_area" unit="sq um">758.2</metric>
    <metric name="syn_inst" unit="">104</metric>
    <metric name="ys_seq_share" unit="%">0</metric>
    <metric name="yosysWarnings" unit="">0</metric>
    <metric name="ys_types" unit="">36</metric>
    <metric name="synth-cells-yosys" unit="">104</metric>
    <metric name="yosys_chip_area" unit="sq um">758.2</metric>
    <metric name="synth.avg_cell_area" unit="sq um">7.291</metric>
  </group>
  <group name="routing">
    <metric name="postRouteAntennaNets" unit="">0</metric>
    <metric name="wl_per_cell" unit="um">16.11</metric>
    <metric name="detail_route.drc_violations" unit="">0</metric>
    <metric name="detail_route.antenna_diodes" unit="">0</metric>
    <metric name="wl" unit="um">3254</metric>
    <metric name="detail_route.first_pass.iterations" unit="">4</metric>
    <metric name="iteration_0_drc_markers" unit="">53</metric>
    <metric name="vias" unit="">1005</metric>
    <metric name="detail_route.vias_per_cell" unit="">4.975</metric>
  </group>
  <group name="floorplan">
    <metric name="placementRows" unit="">21</metric>
    <metric name="die_area" unit="sq um">6400</metric>
    <metric name="initial_core_util" unit="%">22.20</metric>
    <metric name="io_pins" unit="">74</metric>
    <metric name="fp.coreArea" unit="sq um">3416</metric>
    <metric name="die_width" unit="um">80</metric>
    <metric name="fp.dieH" unit="um">80</metric>
  </group>
  <group name="clock_network">
    <metric name="post_cts.repair.setup_buffers" unit="">0</metric>
    <metric name="post_cts_resized" unit="">0</metric>
    <metric name="number_of_buffers_added_to_fix_hold_violations_after_cts" unit="">0</metric>
  </group>
  <group name="power">
    <metric name="power.static_leakage" unit="nW">0.5113</metric>
    <metric name="cellPowerDensity" unit="nW/um^2">76.33</metric>
    <metric name="peakVddDrop" unit="uV">25.71</metric>
  </group>
  <group name="run">
    <metric name="tool_warnings" unit="">40</metric>
    <metric name="max-cap-violations" unit="">0</metric>
  </group>
  <group name="min_path">
    <metric name="hold_class" unit="">in2out</metric>
  </group>
</metrics>
## synthesized netlist by cell type (2+ instances only)
master | n | area [sq um]
sky130_fd_sc_hd__a21oi_1 | 2 | 10.01
sky130_fd_sc_hd__and2_1 | 11 | 68.82
sky130_fd_sc_hd__a22oi_1 | 10 | 75.07
sky130_fd_sc_hd__nand2_1 | 4 | 15.01
sky130_fd_sc_hd__nor2_1 | 4 | 15.01
sky130_fd_sc_hd__o21ai_1 | 8 | 40.04
sky130_fd_sc_hd__nand4_1 | 2 | 12.51
sky130_fd_sc_hd__a31oi_1 | 2 | 12.51
sky130_fd_sc_hd__a21o_1 | 2 | 15.01
sky130_fd_sc_hd__buf_4 | 13 | 97.59
sky130_fd_sc_hd__mux2i_1 | 3 | 30.03
sky130_fd_sc_hd__nand3_1 | 3 | 15.01
sky130_fd_sc_hd__a22o_1 | 4 | 35.03
sky130_fd_sc_hd__inv_1 | 6 | 22.52
sky130_fd_sc_hd__o221a_1 | 8 | 90.09
sky130_fd_sc_hd__buf_2 | 2 | 10.01
## per-stage QoR
step,utilization (%),instance area (sq um),instances,hold slack (ns),power (mW)
finish,40.40,1380,202,2.728,0.1053
global route,40.40,1380,202,2.775,0.1149
CTS,40.40,1380,202,2.738,0.1071
detailed placement,40.40,1380,202,2.737,0.1065
global placement,40.40,1380,202,2.740,0.1064
floorplan,-,758.2,104,1.829,0.03534
## routing by layer
layer / up-vias / part of all wire [%] / GRT usage [%]
met1: 450 / 42 / 11.60
met3: 0 / 13 / 3.750
met4: 0 / 0 / 0
met2: 54 / 45 / 15.89
li1: 501 / - / -
met5: - / 0 / 0
## critical path, delay by kind of cell
family                 cells  cell delay (ns)
AND-OR/OR-AND              2             0.65
AND/OR/NAND/NOR            2             0.59
buffers and inverters      2             0.93
## placed cells by master (no fill, tap or decap), types with 2 or more instances in the layout
cell                              instances
sky130_fd_sc_hd__nand2_1                  4
sky130_fd_sc_hd__a21o_1                   2
sky130_fd_sc_hd__a22oi_1                 10
sky130_fd_sc_hd__o221a_1                  8
sky130_fd_sc_hd__nor2_1                   4
sky130_fd_sc_hd__and2_1                  11
sky130_fd_sc_hd__clkdlybuf4s50_1         66
sky130_fd_sc_hd__nand4_1                  2
sky130_fd_sc_hd__nand3_1                  3
sky130_fd_sc_hd__o21ai_1                  8
sky130_fd_sc_hd__a22o_1                   4
sky130_fd_sc_hd__a21oi_1                  2
sky130_fd_sc_hd__inv_1                    6
sky130_fd_sc_hd__buf_4                    2
sky130_fd_sc_hd__mux2i_1                  3
sky130_fd_sc_hd__a31oi_1                  2
## layout make-up
class              count  area, sq um
fillers              362         2036
inverters              6        22.52
multi-input cells     82        624.3
repair buffers        68        675.6
well taps             46        57.56
## logic make-up after synthesis
kind of cell,Yosys count,share of synthesized area (%)
xor gates and xnor gates,1,1.155
AOI/OAI and AO/OA,41,44.72
buffers and inverters,22,17.66
and+or+nand+nor,37,32.51
muxes,3,3.961
## worst paths after layout
path	start	end	cells past startpoint	slack, ns
min	inst[29]	sign_extended_imm[9]	4	2.73
max	opcode[3]	sign_extended_imm[5]	6	0.48
## report_power, final
| part | switching, mW | leakage, nW | internal, mW |
|---|---|---|---|
| clock | 0 | 0 | 0 |
| sequential | 0 | 0 | 0 |
| combinational | 0.0336 | 0.511 | 0.0718 |
Power and IR drop assume default switching activity.
